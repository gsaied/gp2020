$ cat flow/config.mk
export PLATFORM = sky130hd
export DESIGN_NAME = nonsoftmax
export DESIGN_NICKNAME = nonsoftmax
export VERILOG_FILES = /design/flow/design.v
export SDC_FILE = /design/flow/constraint.sdc
export NUM_CORES = 4
export LEC_CHECK = 1
export CORE_UTILIZATION = 40
$ cat flow/constraint.sdc
current_design nonsoftmax

set clk_period 9.4
set clk_io_pct 0.2

create_clock -name clk0 -period $clk_period [get_ports {clk}]

set non_clock_inputs [all_inputs -no_clocks]
set_input_delay [expr $clk_period * $clk_io_pct] -clock clk0 $non_clock_inputs
set_output_delay [expr $clk_period * $clk_io_pct] -clock clk0 [all_outputs]
$ cat flow/design.v
module nonsoftmax (
	input clk,
	input en_softmax,
	output reg [9:0] prediction,
	input signed [15:0] fm 
);
reg [9:0] counter ; 
reg [9:0] index ; 
reg flag;
reg nonsoftmax_end;
reg signed [15:0] comp_feedback ;
initial begin
   counter=0;
   index=0;
   comp_feedback=0;
   flag=0;
   nonsoftmax_end=0;
end
always @(posedge clk) begin
	if(en_softmax)begin
            if ( fm > comp_feedback &&!flag) begin
                comp_feedback <= fm ;
                index <= counter  ;
                counter <= counter +1 ;
            end
            else
                counter <= counter +1 ;
        end
        if(counter>1022)begin
            prediction<=index;
            flag<=1;
            nonsoftmax_end<=1;
        end
   end     
endmodule
$ cat flow/run.sh
#!/bin/bash
# OpenROAD 26Q1-2900-gdf79404cd8, Yosys 0.63+post, stock flow scripts
make -C /OpenROAD-flow-scripts/flow DESIGN_CONFIG=/design/flow/config.mk WORK_HOME=/design/flow/orfs finish
==> results.sh <==
# physical design summary
export IMPL_dr_first_iter_drc_count=22
export IMPL_startpoint_type="primary input"
export IMPL_cts_tree="done"
export IMPL_post_cts_buffers=0
export IMPL_vias=1096
export IMPL_rows=25
export IMPL_first_pass_iters=4
export IMPL_seq_area_sq_um=1411
export IMPL_grt_use_met2_pct=19.96
export IMPL_die_x_um=73.10
export IMPL_worst_hold_path_num_cells=0
export IMPL_die_area_sq_um=5343
export IMPL_required_ps=9390
export IMPL_largest_area_cell="edfxtp_1"
export IMPL_fin_crit_sh_pct=48.98
export IMPL_hp_start="index[0]"
export IMPL_reg2reg_to="index[9]"
export IMPL_ys_area_sq_um=2022
export IMPL_fin_cells=237
export IMPL_max_slew_worst_pin_slew_ps=869.7
export IMPL_comb_area_sq_um=543.0
export IMPL_dp_cells=229
export IMPL_worstPathArrival_ps=4590
export IMPL_chipHeight_um=73.10
export IMPL_diodes=0
export IMPL_io_buffers=27
export IMPL_p_sw_uw=85.85
export IMPL_r2r_slack_ps=6490
export IMPL_crit_path_end_kind="flop"
export IMPL_postCtsHoldBufs=0
export IMPL_fp_util_pct=42.25
export IMPL_crit_type="in -> reg"
export IMPL_wl_per_cell_um=12.85
export IMPL_cp_max_fo=15
export IMPL_track_usage_pct=13.75
export IMPL_p_seq_share_pct=62.4
export IMPL_slew_violations=0
export IMPL_peakVddDrop_uv=128.3
export IMPL_fmax_mhz=217.2
export IMPL_powerDensity_nw_per_um2=160.3
export IMPL_grt_overflow_total=0
export IMPL_ys_seq_share_pct=69.80
export IMPL_tool_warnings=26
export IMPL_num_fill_cells=396
export IMPL_antenna_found_initial=0
export IMPL_area_delta_synth_final_pct=22.28
export IMPL_dp_hpwl_um=2223
export IMPL_clk_pin_slew_worst_paths_ps=80
export IMPL_grt_setup_unrepaired="no"
export IMPL_setup_viol=0
export IMPL_postSynthAreaPerCell_sq_um=15.09
export IMPL_insertion_delay_ps=290
export IMPL_cap_violations=0
export IMPL_finalSetupTns_ps=0
export IMPL_p_int_uw=310.6
export IMPL_rr_startpoint="comp_feedback[5]"
export IMPL_first_global_vias=1113
export IMPL_core_area_sq_um=4786
export IMPL_layout_min_cycle_time_ps=4604
export IMPL_clockPowerShare_pct=29.2
export IMPL_via_per_inst=4.624
export IMPL_ys_cells=134
export IMPL_area_leaders="edfxtp_1, ha_1, inv_1, xnor2_1, a21oi_1"
export IMPL_use_met3_pct=3.782
export IMPL_ys_types=25
export IMPL_yosysWarnings=1
export IMPL_root_buffer="clkbuf_8"
export IMPL_relSlewSlack_pct=41.81
export IMPL_synth_flops=47
export IMPL_skew_ps=2.619
export IMPL_grt_pass1_wl_um=5161
export IMPL_cts_sinks=47
export IMPL_cts_inserted_buffers=5
export IMPL_synth_area_sq_um=2022
export IMPL_hold_path_endpoint="prediction[0]"
export IMPL_route_detailed_drc=0
export IMPL_combinationalPowerShare_pct=8.4
export IMPL_p_leak_uw=0.0009316
export IMPL_place_gp_congestion=0.8245
export IMPL_top_area_share_pct=69.80
export IMPL_htree_levels=2
export IMPL_ctsResizeCount=0
export IMPL_antenna_left=0
export IMPL_hold_path_class="reg -> reg"
export IMPL_hold_viol=0
export IMPL_synthCells=134
export IMPL_grt_max_degree=16
export IMPL_top_usage_layer="met1"
export IMPL_io_pins=28
export IMPL_status="completed"
export IMPL_drive_above_1_share_pct=7.059
export IMPL_cts_buffer_depth=2
export IMPL_drt_total_wl_um=3046
export IMPL_swShare_pct=21.66
export IMPL_rr_worst_depth=8
export IMPL_grt_util_met1_pct=23.90
routing by layer:
metal | wire [um] | vias up
met3 | 199 | 4
met1 | 1466 | 502
met4 | 31 | 0
li1 | - | 552
met2 | 1348 | 38
met5 | 0 | -
registers in the layout (all words and copies together) (netlist names):
signal	flops
comp_feedback	16
index	10
flag	1
counter	10
prediction	10
kinds of logic after synthesis:
kind of cell | Yosys count | synth area share, %
xor gates and xnor gates | 8 | 3.465
buffers and inverters | 19 | 3.527
other | 1 | 0.1855
AOI/OAI and AO/OA | 13 | 3.961
muxes | 1 | 0.4951
adders and majority gates | 18 | 11.14
DFF | 47 | 69.80
and+or+nand+nor | 27 | 7.427
power groups by stage:
stage | registers [uW] | clock network [uW] | logic [uW]
CTS | 247 | 120 | 33.4
global route | 249 | 130 | 38.0
finish | 247 | 116 | 33.3
worst max-delay path, cell delays in order:
cell             delay [ps]
clkdlybuf4s50_1         440
ha_1                    330
a21oi_1                 160
o21ai_0                 110
o2bb2ai_1               140
nor4_1                  390
mux2i_2                 770
buf_4                   370
cell usage in the layout (no fill, tap or decap):
master | Yosys | layout
o21ai_0 | 2 | 2
nand2_1 | 7 | 7
o2bb2ai_1 | 1 | 1
and4_1 | 1 | 1
conb_1 | 1 | 1
clkdlybuf4s50_1 | 0 | 27
inv_1 | 19 | 19
buf_4 | 0 | 1
and3_1 | 2 | 2
nor4_2 | 1 | 1
nand3_1 | 5 | 5
ha_1 | 18 | 18
nand4_1 | 1 | 1
nor2b_1 | 1 | 1
nand4_2 | 1 | 1
nand4b_1 | 1 | 1
clkinv_2 | 0 | 1
xnor2_1 | 5 | 5
a21boi_2 | 1 | 1
o211ai_1 | 1 | 1
nor2_1 | 5 | 5
o21a_1 | 1 | 1
clkinvlp_4 | 0 | 1
edfxtp_1 | 47 | 47
nor4_1 | 1 | 1
nand2b_1 | 1 | 1
clkbuf_8 | 0 | 5
xor2_1 | 3 | 3
clkbuf_1 | 0 | 1
a21oi_1 | 7 | 7
mux2i_2 | 0 | 1
final cells by class:
type                       instances  share of cell area (%)
clock buffer                       6                   2.935
clock inverter                     2                  0.5061
inverter                          19                   2.885
multi-input combinational         68                   21.96
sequential                        47                   57.08
tap                               67                   3.391
timing repair buffer              28                   11.23
synth_stat cells:
library cell  instances
edfxtp_1             47
inv_1                19
ha_1                 18
a21oi_1               7
nand2_1               7
nand3_1               5
nor2_1                5
xnor2_1               5
xor2_1                3
and3_1                2
o21ai_0               2
a21boi_2              1
and4_1                1
conb_1                1
mux2i_1               1
nand2b_1              1
nand4_1               1
nand4_2               1
nand4b_1              1
nor2b_1               1
nor4_1                1
nor4_2                1
o211ai_1              1
o21a_1                1
o2bb2ai_1             1
worst max path at each step:
stage,startpoint,endpoint,slack [ps],cells after the start
5_1_grt,fm[7],index[5],4580,8
4_1_cts,fm[5],comp_feedback[4],4800,8
6_report,fm[5],index[9],4800,8
stage by stage:
step | setup slack, ps | util [%] | instance area, sq um | total power, uW | hold slack (ps)
2_1_floorplan | 4709 | - | 2022 | 269.3 | 400.3
3_3_place_gp | 4605 | 49.88 | 2387 | 284.3 | 402.3
3_5_place_dp | 4507 | 49.88 | 2387 | 285.4 | 404.5
4_1_cts | 4802 | 51.66 | 2472 | 400.6 | 424.1
5_1_grt | 4582 | 51.66 | 2472 | 416.6 | 430.6
6_report | 4796 | 51.66 | 2472 | 396.4 | 421.0
Power is estimated from default activity; no workload was simulated.
