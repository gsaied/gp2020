==> flow/config.mk <==
export PLATFORM = sky130hd
export DESIGN_NAME = half_acc
export DESIGN_NICKNAME = half_acc
export VERILOG_FILES = /design/flow/design.v
export SDC_FILE = /design/flow/constraint.sdc
export NUM_CORES = 4
export LEC_CHECK = 1
export CORE_AREA = 10 10 85 85
export DIE_AREA = 0 0 95 95
==> flow/constraint.sdc <==
current_design half_acc

set clk_period 6.8
set clk_io_pct 0.2

create_clock -name clk0 -period $clk_period [get_ports {clk}]

set non_clock_inputs [all_inputs -no_clocks]
set_input_delay [expr $clk_period * $clk_io_pct] -clock clk0 $non_clock_inputs
set_output_delay [expr $clk_period * $clk_io_pct] -clock clk0 [all_outputs]
==> flow/design.v <==
module half_acc (
	input clk,
	input clear,
	input conv10_sample,
	input signed [15:0] pixel,
	output reg signed [15:0] acc_out 
);
initial begin
    acc_out = 16'b0 ;
end
always @(posedge clk ) begin
	 if(clear)
	    acc_out <= 16'b0 ;
	 else if (conv10_sample) 
		acc_out <= pixel + acc_out ; 
end
endmodule
==> flow/run.sh <==
#!/bin/bash
# OpenROAD 26Q1-2900-gdf79404cd8, Yosys 0.63+post, stock flow scripts
make -C /OpenROAD-flow-scripts/flow DESIGN_CONFIG=/design/flow/config.mk WORK_HOME=/design/flow/orfs finish
==> flow_summary.yaml <==
# yosys + openroad results
outcome:
  run_status: "finished clean"
critical_path:
  critical-path-max-stage-delay_ns: 0.40
  slowest_library_cell_on_the_worst_path: "sky130_fd_sc_hd__clkdlybuf4s50_1"
  crit_path_end: "acc_out[12]"
  worst-setup-path-type: "in2reg"
  worstReg2RegStart: "acc_out[0]"
  cp.arrival_ns: 3.72
  reg2reg_setup_slack_ns: 4.41
  timing.critical_path.to_type: "register"
  ff2ff_path_depth: 8
  critical_path_buf_inv_count: 1
  worst_path_dominant_cell_family: "AND-OR/OR-AND gates"
  crit_path_start_kind: "input port"
  r2r-end: "acc_out[12]"
  worstSetupStartpoint: "pixel[0]"
  critical_path.cell_chain: "clkdlybuf4s50_1 -> ha_1 -> fa_1 -> a21o_1 -> a311o_1 -> a21bo_1 -> a221oi_2 -> or4b_1 -> o311ai_1"
  cp_max_fo: 3
  worstSetupPathDepth: 9
  critical_path_required_ns: 6.93
global_route:
  number_of_global_route_vias_before_repair: 1292
  grt.met1_usage_pct: 10.5
  grt_most_used_layer: "met2"
  track_usage_pct: 7.87
  grt_util_met2_pct: 12.8
  globalRouteMet3Util_pct: 2.24
  grt_antenna_before_repair: 0
  overflow: 0
  first_pass_grt_wire_length_mm: 5.95
  pin_count_of_the_biggest_net_entering_global_routing: 28
clock_tree:
  htreeDepth: 1
  cts.clk_slew.worst_paths_ns: 0.07
  post_cts_buffers: 0
  root_buffer_master: "sky130_fd_sc_hd__clkbuf_8"
  postCtsHoldBufs: 0
  cts.sink_count: 16
  cts-buffers-inserted: 3
  clock_latency_ns: 0.25
  cts_tree: "yes"
  postCtsResizedCells: 0
  clk_path_buf_depth: 2
final_timing:
  hold_violations: 0
  setup_viol: 0
  layout_worst_path_cycle_share_pct: 52.8
  fmax_mhz: 279
  timing.final.max_slew_violations: 0
  fin_tns_setup_ns: 0
  rsz_0062_raised_after_global_routing: "false"
  slew_headroom_pct: 78.2
  finClkSkew_ns: 0.00125
  layout_min_cycle_time_ns: 3.59
  max_slew.worst_pin.slew_ns: 0.324
logic_synthesis:
  yosysWarningCount: 1
  avgSynthCellArea_um2: 8.81
  synth_flop_count: 16
  ys_async_sr_fraction_pct: 0
  synth_stat.cells: 151
  post_synth_num_cell_types: 49
  ys_top_cells_by_count: "sky130_fd_sc_hd__dfxtp_1, sky130_fd_sc_hd__nor2_1, sky130_fd_sc_hd__ha_1, sky130_fd_sc_hd__a21oi_1, sky130_fd_sc_hd__nand2_1"
  synth-edff-count: 0
  yosys.area.top_type: "sky130_fd_sc_hd__dfxtp_1"
  syn-instance-count: 151
  top_cells_by_area: "sky130_fd_sc_hd__dfxtp_1, sky130_fd_sc_hd__ha_1, sky130_fd_sc_hd__mux2i_1"
  yosys.stat.chipArea_mm2: 0.00133
  synthesis.area_mm2: 0.00133
  synth.top_cell.area_share_pct: 24.1
  dominantRegCellSynth: "sky130_fd_sc_hd__dfxtp_1"
  seq_area_frac_synth_pct: 24.1
die:
  core_region_area_mm2: 0.00547
  initial_util_pct: 24.3
  dieArea_mm2: 0.00903
  die_w_um: 95
  num_rows: 27
  die_height_um: 95
  ios: 35
run:
  number_of_warning_messages_in_the_logs: 25
  cap_violations: 0
placement:
  area_post_placement_mm2: 0.00175
  placement.io_buffers: 34
  half_perimeter_wire_length_after_detailed_placement_mm: 2.67
  place.gp.congestion: 0.794
worst_hold_path:
  holdCritPathClass: "reg2reg"
pwr:
  p_int_uw: 260
  vdd_drop_max_mv: 0.0703
  power_density_mw_per_mm2: 217
  swShare_pct: 33.8
  leakage_nw: 0.758
  p_clk_share_pct: 22.4
  pwr-share-comb_pct: 46.7
  p_sw_uw: 133
  seq_power_share_pct: 30.9
route:
  route.detailed.wl_per_inst_um: 13.3
  drt_first_pass_iters: 4
  routed-via-count: 1235
  viasPerCell: 4.81
  antenna_cells_inserted: 0
  detail_route.iter0.violations: 77
  ant_nets: 0
  drc_errors: 0
  drt-total-wl_mm: 3.42
finish:
  most_flop_heavy_register: "acc_out"
  largest_register_ff_count: 16
  layout_cell_area_excl_fill_mm2: 0.00181
  final_layout_size_suffix_gt1_share_pct: 7.57
  largest_registers: "acc_out: 16 flops"
  flow.area_growth_from_synthesis_pct: 35.7
  final.fill_count: 581
==> worst min-delay path by stage <==
stage | start | end | slack [ns] | cells after the start
finish | acc_out[11] | acc_out[11] | 0.51 | 2
global route | acc_out[11] | acc_out[11] | 0.53 | 2
CTS | acc_out[2] | acc_out[2] | 0.51 | 2
==> area by class of cell <==
class	count	area [um2]	share of cell area, %
inverters	1	3.75	0.208
clock buffers	4	55.1	3.05
repair buffers	36	355	19.7
flip-flops and latches	16	320	17.7
well taps	72	90.1	4.99
multi-input cells	128	981	54.3
==> power groups by stage <==
stage                 Clock, mW  Sequential [mW]  Combinational, mW
final                    0.0878            0.121              0.183
after global routing     0.0931            0.124              0.208
after CTS                0.0911            0.122              0.185
==> stage by stage <==
stage               std cells  utilization, %  hold WS [ns]  total power [mW]  worst slack (ns)
detailed placement        253            32.0         0.501             0.307              2.92
global route              257            33.0         0.533             0.425              3.07
global placement          253            32.0         0.489             0.307              2.96
finish                    257            33.0         0.506             0.392              3.21
CTS                       257            33.0         0.511             0.397              3.19
floorplan                 151               -         0.464             0.239              3.48
==> cell usage in the layout (no fill, tap or decap), types with 2 or more instances in the layout <==
master,n
sky130_fd_sc_hd__nor2_1,16
sky130_fd_sc_hd__or3_1,2
sky130_fd_sc_hd__xnor2_1,5
sky130_fd_sc_hd__nand3_1,3
sky130_fd_sc_hd__o21a_1,2
sky130_fd_sc_hd__clkdlybuf4s50_1,34
sky130_fd_sc_hd__mux2i_1,7
sky130_fd_sc_hd__ha_1,15
sky130_fd_sc_hd__nand4_1,2
sky130_fd_sc_hd__o21ai_0,7
sky130_fd_sc_hd__buf_4,2
sky130_fd_sc_hd__a21oi_1,8
sky130_fd_sc_hd__o22ai_1,2
sky130_fd_sc_hd__clkbuf_8,4
sky130_fd_sc_hd__o2111ai_1,2
sky130_fd_sc_hd__nand2b_1,5
sky130_fd_sc_hd__nand2_1,8
sky130_fd_sc_hd__a221oi_2,2
sky130_fd_sc_hd__a211oi_1,2
sky130_fd_sc_hd__xor2_1,4
sky130_fd_sc_hd__dfxtp_1,16
sky130_fd_sc_hd__a21boi_0,2
sky130_fd_sc_hd__a21o_1,5
sky130_fd_sc_hd__nor3b_1,4
==> cells by family after synthesis <==
group           after synthesis  synth area share [%]
compound gates               45                  26.1
simple gates                 50                  20.0
xor+xnor                      9                  5.93
buf+inv                       7                  2.16
mux                           8                  6.11
flops                        16                  24.1
fa+ha+maj                    16                  15.6
==> worst min-delay path, cell delays in order, from the launching register on <==
cell and delay, ns:
sky130_fd_sc_hd__dfxtp_1 0.33, sky130_fd_sc_hd__nor2_1 0.08, sky130_fd_sc_hd__a211oi_1 0.05
==> layer usage <==
metal | up-vias | part of all wire [%] | wire length, um
met5 | - | 0 | 0
met4 | 0 | 1.0 | 35
met3 | 2 | 8.2 | 281
met2 | 26 | 44 | 1500
met1 | 567 | 47 | 1610
li1 | 640 | - | -
No activity file was given, so power comes from the tool's default toggle rates.
