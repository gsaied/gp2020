==> flow/run.sh <==
#!/bin/bash
# OpenROAD 26Q1-2900-gdf79404cd8, Yosys 0.63+post, stock flow scripts
make -C /OpenROAD-flow-scripts/flow DESIGN_CONFIG=/design/flow/config.mk WORK_HOME=/design/flow/orfs finish
==> flow/config.mk <==
export PLATFORM = sky130hd
export DESIGN_NAME = mac
export DESIGN_NICKNAME = mac
export VERILOG_FILES = /design/flow/design.v
export SDC_FILE = /design/flow/constraint.sdc
export NUM_CORES = 4
export LEC_CHECK = 1
export CORE_UTILIZATION = 30
==> flow/constraint.sdc <==
current_design mac

set clk_period 11.4
set clk_io_pct 0.2

create_clock -name clk0 -period $clk_period [get_ports {clk}]

set non_clock_inputs [all_inputs -no_clocks]
set_input_delay [expr $clk_period * $clk_io_pct] -clock clk0 $non_clock_inputs
set_output_delay [expr $clk_period * $clk_io_pct] -clock clk0 [all_outputs]
==> flow/design.v <==
module mac (
	input clk,
	input clr,
	input layer_en,
	input signed [15:0] pix,
	input signed [15:0] ker,
	output reg signed [31:0] mul_out 
);
wire [31:0] intermed ;
	assign intermed = pix*ker + mul_out ; 
	initial mul_out = 32'b0 ;
	always @(posedge clk ) begin
		if (clr)
			mul_out <= 32'b0 ;
		else if (layer_en) 
			mul_out <= intermed ; 
	end
endmodule
==> flow_summary.yaml <==
# generated from flow reports
floorplanning:
  die_h_um: 202
  ioPinCount: 67
  rows: 72
  die_x_um: 202
  fp_util_pct: 30.8
  dieArea_um2: 40900
  coreArea_um2: 39100
yosys:
  edf_count: 0
  synthAoiAreaFrac_pct: 6.61
  netlist_logic_family_top: "adder cells"
  syn_area_um2: 12000
  seq_area_frac_synth_pct: 5.32
  numSynthFlops: 32
  async_flop_share_pct: 0
  syn_inst: 1307
  top_cell_area_share_pct: 48.6
  syn_avg_cell_area_um2: 9.21
  ys_types: 55
  topCellsByArea: "fa_1 (49%), inv_1 (11%), ha_1 (10%), and2_1 (6.3%), dfxtp_1 (5.3%)"
  yosys_area_um2: 12000
  muxShareOfSynthArea_pct: 0.915
  top_area_cell: "fa_1"
  simple_gate_share_pct: 14.3
  ys_warn_count: 1
  synthFlopType: "dfxtp_1"
  adder_share_pct: 58.8
  xor_share_pct: 2.11
  yosys-stat-cells: 1307
grt:
  grt_overflow: 0
  grt_pass1_wl_um: 45400
  track_usage_pct: 14.5
  antenna_found_initial: 0
  grt_pass1_vias: 8633
  grt_max_degree: 38
placed_design:
  gp_congestion: 0.891
  placed_cell_area_um2: 13200
  dp_hpwl_um: 23200
  placed_cells: 1854
  io_buffers: 66
sta:
  final.setup.tns_ns: 0
  maxSlewViolCount: 0
  tightest_slew_ns: 0.823
  rsz0062_at_grt: "no"
  slew_headroom_pct: 45.0
  finalCritPeriodShare_pct: 78.0
  holdWs_ns: 0.511
  fmax_mhz: 112
  finalClockSkew_ns: 0.00546
  setup_viol: 0
  hold_violations: 0
  period_needed_ns: 8.89
job:
  warning_count: 25
  cap_violations: 0
setup_path:
  worst_setup_path_start_kind: "input pin"
  path_class: "input pin to flip-flop"
  worstSetupEndpointType: "flip-flop"
  required_ns: 11.55
  crit_fanout: 16
  arrival_ns: 9.05
layout:
  seqCellArea_um2: 641
  reg_top3: "mul_out (32)"
  comb_area_um2: 9960
  largest_reg_flops: 32
  area_growth_pct: 11.2
  drive_gt1_share_pct: 1.79
  fin_cells: 1862
  largest-register: "mul_out"
  design_area_um2: 13400
  fill_cells: 4002
clock_tree:
  cts_buffers: 5
  cts_buffer_depth: 2
  worstSkewPairLatency_ns: 0.29
  hold_buffers: 0
  ctsHtreeMaxLevel: 2
  cts-root-buf: "clkbuf_16"
  path_clk_slew_ns: 0.05
  cts_setup_buffers: 0
  cts_tree: "done"
  cts_resized: 0
  cts.sinks: 32
route:
  drt_wl_total_um: 26400
  drtIter0Drc: 334
  final_antenna_net_count: 0
  diodes: 0
  wl_per_cell_um: 14.2
  remaining_drc_errors: 0
  vias_per_cell: 4.55
  drt_first_pass_iters: 5
  dr_total_vias: 8465
run_status:
  status: "completed"
worst_hold_path:
  hold_class: "flip-flop to flip-flop"
-- cell families after synthesis --
family | Yosys count
buf+inv | 382
fa+ha+maj | 390
xor+xnor | 29
compound gates | 115
mux | 11
simple gates | 348
flops | 32
-- metal layers --
metal	vias up	part of all wire, %	wire length (µm)	global-route usage [%]
met2	190	48	12800	22.6
met1	4314	45	11900	22.4
met4	0	0.62	163	0.859
li1	3947	-	-	-
met3	14	6.0	1580	3.48
met5	-	0	0	0
-- cells in the mapped netlist, drive strengths merged (4+ instances only) --
master,count
o21a,7
clkbuf,43
a211oi,9
o21ai,16
o211ai,6
fa,292
a21o,13
ha,98
o22ai,6
and3,5
nand2b,5
nand4,4
and2,121
nor2,41
mux2i,11
o21bai,4
nand3,8
a21oi,32
o31a,4
or3,5
xnor2,21
inv,337
xor2,8
nor3,6
nand2,141
dfxtp,32
-- metrics by stage --
step / worst slack [ns] / utilization [%]
floorplan: 3.40 / -
global placement: 2.29 / 33.8
detailed placement: 2.23 / 33.8
CTS: 2.51 / 34.2
global route: 2.11 / 34.2
finish: 2.51 / 34.2
-- worst paths after layout --
path                    start           to  slack (ns)  cells past startpoint
hold / removal    mul_out[19]  mul_out[19]        0.51                      2
setup / recovery       ker[1]  mul_out[29]        2.51                     22
hold reg to reg   mul_out[19]  mul_out[19]        0.51                      2
setup reg to reg  mul_out[15]  mul_out[29]        6.10                     17
-- critical path, stage by stage --
cell	delay, ns
clkdlybuf4s50_1	0.76
nand2_1	0.25
inv_1	0.11
fa_1	0.69
inv_1	0.11
fa_1	0.56
inv_1	0.27
fa_1	0.50
fa_1	0.50
fa_1	0.49
inv_1	0.05
fa_1	0.47
inv_1	0.04
ha_1	0.33
a21oi_1	0.22
o21ai_0	0.20
a221o_1	0.45
a21oi_1	0.18
nor2_1	0.05
a311oi_1	0.27
or4_1	0.16
o311ai_1	0.09
-- cells in the final DEF (no fill, tap or decap), drive strengths merged, types with 8 or more instances in the layout --
| cell type | instances |
|---|---|
| ha | 98 |
| a21o | 13 |
| xnor2 | 21 |
| o21ai | 16 |
| a21oi | 32 |
| xor2 | 8 |
| nand3 | 8 |
| a211oi | 9 |
| nand2 | 141 |
| inv | 337 |
| mux2i | 11 |
| and2 | 121 |
| clkdlybuf4s50 | 66 |
| dfxtp | 32 |
| fa | 292 |
| nor2 | 41 |
-- final cells by class --
class | instances | area share, %
multi-input combinational | 893 | 74.4
inverter | 338 | 9.48
timing repair buffer | 73 | 5.33
tap | 518 | 4.85
sequential | 32 | 4.79
clock buffer | 6 | 1.04
clock inverter | 2 | 0.0748
