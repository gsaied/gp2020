`design.v`:
```
module conv_mac (
	input clk,
	input clr,
	input layer_en,
	input signed [15:0] pix,
	input signed [15:0] ker,
	output reg signed [31:0] mul_out 
);
initial mul_out =32'b0 ;
	always @(posedge clk ) begin
		if (clr)
			mul_out <= 32'b0 ;
		else if (layer_en)
			mul_out <= pix*ker + mul_out ; 
	end
endmodule
```
`run.sh`:
```
#!/bin/bash
# OpenROAD 26Q1-2900-gdf79404cd8, Yosys 0.63+post, stock flow scripts
make -C /OpenROAD-flow-scripts/flow DESIGN_CONFIG=/design/flow/config.mk WORK_HOME=/design/flow/orfs finish
```
`config.mk`:
```
export PLATFORM = sky130hd
export DESIGN_NAME = conv_mac
export DESIGN_NICKNAME = conv_mac
export VERILOG_FILES = /design/flow/design.v
export SDC_FILE = /design/flow/constraint.sdc
export NUM_CORES = 4
export LEC_CHECK = 1
export CORE_UTILIZATION = 30
```
`constraint.sdc`:
```
current_design conv_mac

set clk_period 11.4
set clk_io_pct 0.2

create_clock -name clk0 -period $clk_period [get_ports {clk}]

set non_clock_inputs [all_inputs -no_clocks]
set_input_delay [expr $clk_period * $clk_io_pct] -clock clk0 $non_clock_inputs
set_output_delay [expr $clk_period * $clk_io_pct] -clock clk0 [all_outputs]
```
==> run notes <==
The full implementation flow was run.

The timing report gives the clock slew at the launch and capture registers of the worst setup and hold paths as 60 ps. The total DRC errors in the routed layout stands at 0. RePlAce ended its routability-driven mode at a weighted congestion of 0.9028. Signal nets in the final route climb as high as met4. The routed layout has roughly 8500 vias.

The combined global-route utilization of all metal layers stands at 14.58%. The wire length on met3 stands at 1843 µm. The maximum count of clock buffers along a single path stands at 2. STA classifies the critical path endpoint as a flop. The setup path with the least slack is of type input pin to flop. CTS placed an instance of sky130_fd_sc_hd__clkbuf_16 at the clock tree root. STA classifies the critical path startpoint as an input pin.

Before placement the cells fill a little under a third of the core. The post-detailed-routing wire length stands at around 26000 µm. After layout, the setup clock skew is reported as 9.630 ps.

The met2 layer wire length in the routed design stands at 12950 µm. In this run, post-CTS repair resized a total of 0 instances. The count of flip-flops with a built-in enable after synthesis stands at 0. The final tally of max-slew violations stands at 0. The first detailed-routing pass took 5 iterations. In the finished design, the share of the clock period the worst path needs comes to around 78%.

The number of H-tree levels stands at 2. mul_out holds more flip-flops than any other register. In this run, synthesis produced a sequential element count of 32. Setup repair after global routing left no endpoint under its margin. Note that the worst hold path type here is flop to flop. The via count normalized by instance count stands at 4.565.

The mean area per synthesized cell stands at 9.175 µm². For reference, the final report shows the hold violation count at 0. The flow measured a signed area growth from synthesis to layout of 11.58%. The launch point of the critical path was reported as ker[4].

Buffers inserted to repair hold after CTS numbered 0. The number of sinks driven by the clock tree stands at 32. TritonCTS built the clock tree. For the pin with the worst max-slew slack, the measured transition is 804.8 ps. As logged by OpenROAD, the buffers inserted on ports number 66.

The required arrival time at the worst endpoint stands at approximately 12000 ps. The initial antenna violation count is 0. The number of antenna repair diodes stands at 0. The worst hold margin stands at 500.9 ps.

The least setup slack across all paths after layout stands at 2528 ps. Counting the warning lines in the Yosys log gives 1. The first global-routing pass estimated 45370 µm of wire. Counting distinct cell types in the post-synthesis netlist gives 59. The run finished with clean final reports. The number of max-cap violations stands at 0.

For this design, Yosys synthesis ends with a cell count of ~1300. For reference, the placement row count at floorplan is 72. Per the OpenROAD floorplan log, the width of the die is 202.2 µm.

Looking at the cell usage after synthesis, the top flip-flop cell is sky130_fd_sc_hd__dfxtp_1. TritonCTS created 5 clock buffers. After detailed routing, the average wire length per cell comes to 14.12 µm. The via count of the first global-routing pass came to 8796. The number of flip-flops under the largest register name stands at 32. In the final layout, the registers with the most flip-flops are mul_out (32). The final report lists the setup-violating endpoint count as 0. The netlist area before placement stands at 12030 µm². The vertical die dimension reported for this design is 202.2 µm. In this run the critical register-to-register path is launched from mul_out[15].

The tally of nets with antenna violations remaining after routing stands at 0. The total of fill cells in the finished design stands at 3991. Synthesis handed over a netlist of roughly 1300 instances.

Entering global routing, the biggest net connects 38 pins. The post-CTS setup buffer count stands at 0. In the per-layer summary, the met1 wirelength comes to 11360 µm. According to the dpl log, the detail-placed design has an HPWL of 23160 µm. As reported, the later end of the worst-skew pair has a clock insertion delay of 280 ps.

The number of warnings reported in the stage logs is 25. Summed over all failing endpoints, the final setup total negative slack is 0 ps. For the worst min-delay path, the startpoint reported by OpenROAD is mul_out[27].

Of the cells placed in the final design, the portion with a size suffix greater than 1 is 2.068%. The area of the placeable core stands at 39100 µm². The overall die size recorded for this design is a little over 40000 µm².

The post-placement setup slack stands at 2288 ps. The worst pin sits at a relative slew slack of 46.19%. Per the timing report, the biggest fanout along the worst path comes to 16. Pin placement for this block handled roughly 67 I/O pins.

The post-synthesis sequential area ratio stands at about 5.3%.

Timing would allow up to ~110 MHz. By instance count after routing, the leading logic cell type is sky130_fd_sc_hd__inv_1. The share of flip-flops with an asynchronous set or reset stands at 0%.

The first-iteration detailed-routing DRC count stands at slightly below 300. Per the cell usage report, the commonest logic cells after layout are sky130_fd_sc_hd__inv_1, sky130_fd_sc_hd__fa_1, sky130_fd_sc_hd__nand2_1, sky130_fd_sc_hd__and2_1, sky130_fd_sc_hd__ha_1. After synthesis, the chip area reported by Yosys is approximately 12000 µm². STA puts the critical path data arrival time at 9080 ps. The shortest period the worst path allows stands at 8872 ps. The aggregate global routing overflow stands at 0.
## worst max-delay path, cell delays in order
cell and delay, ps:
sky130_fd_sc_hd__clkdlybuf4s50_1 850, sky130_fd_sc_hd__nand2_1 250, sky130_fd_sc_hd__fa_1 630, sky130_fd_sc_hd__fa_1 510, sky130_fd_sc_hd__inv_1 290, sky130_fd_sc_hd__fa_1 500, sky130_fd_sc_hd__fa_1 510, sky130_fd_sc_hd__fa_1 490
sky130_fd_sc_hd__inv_1 50, sky130_fd_sc_hd__fa_1 470, sky130_fd_sc_hd__inv_1 40, sky130_fd_sc_hd__ha_1 340, sky130_fd_sc_hd__and3_1 320, sky130_fd_sc_hd__nand2_1 80, sky130_fd_sc_hd__or3b_1 370, sky130_fd_sc_hd__o221ai_2 330
sky130_fd_sc_hd__o41ai_2 150, sky130_fd_sc_hd__nand3b_1 190, sky130_fd_sc_hd__mux2_4 310, sky130_fd_sc_hd__o22ai_2 100
## metrics by stage
step                area, µm²  cells  utilization [%]
detailed placement      13260   1864            33.91
global route            13420   1872            34.33
global placement        13260   1864            33.91
finish                  13420   1872            34.33
floorplan               12030   1311                -
CTS                     13420   1872            34.33
## synthesized netlist by cell type, drive strengths merged (6+ instances only)
| library cell | count | area [µm²] |
|---|---|---|
| dfxtp | 32 | 640.6 |
| o22ai | 6 | 43.79 |
| a21o | 11 | 83.83 |
| and3 | 6 | 38.79 |
| ha | 98 | 1226 |
| and2 | 121 | 757.0 |
| o21a | 7 | 52.55 |
| nand3 | 9 | 45.04 |
| nor2 | 45 | 168.9 |
| inv | 336 | 1261 |
| xor2 | 8 | 70.07 |
| nor3 | 7 | 35.03 |
| o21ai | 17 | 85.08 |
| xnor2 | 21 | 183.9 |
| clkbuf | 38 | 142.6 |
| a21oi | 33 | 165.2 |
| nand2 | 144 | 540.5 |
| mux2i | 11 | 110.1 |
| a211oi | 7 | 52.55 |
| fa | 292 | 5846 |
## metal layers
layer | GRT usage (%) | up-vias
li1 | - | 3968
met1 | 21.42 | 4336
met2 | 23.17 | 224
met3 | 4.037 | 18
met4 | 1.262 | 0
met5 | 0 | -
## area by class of cell
type                    instances  area [µm²]  share of cell area, %
repair buffers                 78       750.7                  5.594
inverters                     337        1265                  9.426
multi-input cells             899        9952                  74.16
well taps                     518       648.1                  4.829
flip-flops and latches         32       640.6                  4.773
clock inverters                 2       35.03                 0.2610
clock buffers                   6       128.9                 0.9603
## kinds of logic after synthesis
group | synth area share, %
AND/OR/NAND/NOR | 14.65
flip-flops | 5.326
multiplexers | 1.040
XOR/XNOR | 2.112
adder cells (fa/ha/maj) | 58.80
AND-OR/OR-AND | 6.148
buffers and inverters | 11.93
## path summary, 6_finish.rpt
check	endpoint	slack, ps	depth (start not counted)
max	mul_out[30]	2530	20
min	mul_out[27]	500	2
max reg2reg	mul_out[30]	6110	17
min reg2reg	mul_out[27]	500	2
